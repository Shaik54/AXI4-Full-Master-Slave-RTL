==> design/flow/design.v <==
`timescale 1ns/1ps
module axi_master (
    input clk,
    input rst,
    input start_write,
    input start_read,
    input [31:0] base_write_addr,
    input [31:0] base_read_addr,
    input [31:0] write_data,
    input [7:0]  burst_len,
    input [2:0]  burst_size,
    input [1:0]  burst_type,
    output reg done,
    output reg error,               
    output reg [31:0] AWADDR,
    output reg [7:0]  AWLEN,
    output reg [2:0]  AWSIZE,
    output reg [1:0]  AWBURST,
    output reg        AWVALID,
    input             AWREADY,
    output reg [31:0] WDATA,
    output reg [3:0]  WSTRB,        
    output reg        WVALID,
    output reg        WLAST,
    input             WREADY,
    input  [1:0] BRESP,
    input        BVALID,
    output reg   BREADY,
    output reg [31:0] ARADDR,
    output reg [7:0]  ARLEN,
    output reg [2:0]  ARSIZE,
    output reg [1:0]  ARBURST,
    output reg        ARVALID,
    input             ARREADY,
    input  [31:0] RDATA,
    input  [1:0]  RRESP,           
    input         RVALID,
    input         RLAST,
    output reg    RREADY
);
reg [2:0] state;
reg [7:0] beat_count;
reg [7:0] burst_len_reg;
localparam IDLE=0, AW=1, W=2, B=3, AR=4, R=5;
always @(posedge clk or posedge rst)
begin
    if(rst)
    begin
        state <= IDLE;
        done  <= 0;
        error <= 0;
        AWVALID <= 0;
        WVALID  <= 0;
        WLAST   <= 0;
        WSTRB   <= 0;
        BREADY  <= 0;
        ARVALID <= 0;
        RREADY  <= 0;
        beat_count <= 0;
        burst_len_reg <= 0;
    end
    else
    begin
        done  <= 0;
        error <= 0;
        case(state)
        IDLE:
        begin
            if(start_write)
            begin
                burst_len_reg <= burst_len;
                AWADDR  <= base_write_addr;
                AWLEN   <= burst_len;
                AWSIZE  <= burst_size;
                AWBURST <= burst_type;
                AWVALID <= 1;
                state <= AW;
            end
            else if(start_read)
            begin
                burst_len_reg <= burst_len;
                ARADDR  <= base_read_addr;
                ARLEN   <= burst_len;
                ARSIZE  <= burst_size;
                ARBURST <= burst_type;
                ARVALID <= 1;
                state <= AR;
            end
        end
        AW:
        begin
            if(AWVALID && AWREADY)
            begin
                AWVALID <= 0;
                beat_count <= 0;
                WVALID <= 1;
                WDATA  <= write_data;
                WSTRB  <= 4'b1111;     
                WLAST  <= (0 == burst_len_reg);
                state <= W;
            end
        end
        W:
        begin
            if(WVALID && WREADY)
            begin
                if(beat_count == burst_len_reg)
                begin
                    WVALID <= 0;
                    WLAST  <= 0;
                    WSTRB  <= 0;
                    BREADY <= 1;
                    state  <= B;
                end
                else
                begin
                    beat_count <= beat_count + 1;
                    WDATA <= write_data + beat_count + 1;
                    WLAST <= (beat_count + 1 == burst_len_reg);
                end
            end
        end
        B:
        begin
            if(BVALID && BREADY)
            begin
                BREADY <= 0;
                if(BRESP != 2'b00)      
                    error <= 1;
                done  <= 1;
                state <= IDLE;
            end
        end
        AR:
        begin
            if(ARVALID && ARREADY)
            begin
                ARVALID <= 0;
                beat_count <= 0;
                RREADY  <= 1;
                state   <= R;
            end
        end
        R:
        begin
            if(RVALID && RREADY)
            begin
                if(RRESP != 2'b00)      
                    error <= 1;
                if(beat_count == burst_len_reg)
                begin
                    RREADY <= 0;
                    done   <= 1;
                    state  <= IDLE;
                end
                else
                begin
                    beat_count <= beat_count + 1;
                end
            end
        end
        endcase
    end
end
endmodule
`timescale 1ns / 1ps
module axi_slave(
    input clk,
    input rst,
    input  [31:0] AWADDR,
    input  [7:0]  AWLEN,
    input  [2:0]  AWSIZE,
    input  [1:0]  AWBURST,
    input         AWVALID,
    output reg    AWREADY,
    input  [31:0] WDATA,
    input  [3:0]  WSTRB,      
    input         WVALID,
    input         WLAST,
    output reg    WREADY,
    output reg [1:0] BRESP,
    output reg       BVALID,
    input            BREADY,
    input  [31:0] ARADDR,
    input  [7:0]  ARLEN,
    input  [2:0]  ARSIZE,
    input  [1:0]  ARBURST,
    input         ARVALID,
    output reg    ARREADY,
    output reg [31:0] RDATA,
    output reg [1:0]  RRESP,    
    output reg        RVALID,
    output reg        RLAST,
    input             RREADY
);
reg [31:0] mem [0:255];
reg [31:0] wr_addr;
reg [31:0] rd_addr;
reg [7:0]  wr_count;
reg [7:0]  rd_count;
reg write_active;
reg read_active;
integer i;
always @(posedge clk or posedge rst)
begin
    if(rst)
    begin
        AWREADY <= 0;
        WREADY  <= 0;
        BVALID  <= 0;
        BRESP   <= 0;
        ARREADY <= 0;
        RVALID  <= 0;
        RLAST   <= 0;
        RRESP   <= 0;
        write_active <= 0;
        read_active  <= 0;
        for(i=0;i<256;i=i+1)
            mem[i] <= 0;
    end
    else
    begin
        if(AWVALID && !write_active)
        begin
            AWREADY <= 1;
            wr_addr <= AWADDR;
            wr_count <= 0;
            write_active <= 1;
        end
        else
            AWREADY <= 0;
        if(write_active)
        begin
            WREADY <= 1;
            if(WVALID && WREADY)
            begin
                if(WSTRB[0]) mem[wr_addr[9:2]][7:0]   <= WDATA[7:0];
                if(WSTRB[1]) mem[wr_addr[9:2]][15:8]  <= WDATA[15:8];
                if(WSTRB[2]) mem[wr_addr[9:2]][23:16] <= WDATA[23:16];
                if(WSTRB[3]) mem[wr_addr[9:2]][31:24] <= WDATA[31:24];
                wr_addr <= wr_addr + 4;
                wr_count <= wr_count + 1;
                if(WLAST)
                begin
                    WREADY <= 0;
                    BVALID <= 1;
                    BRESP  <= 2'b00;  
                    write_active <= 0;
                end
            end
        end
        if(BVALID && BREADY)
            BVALID <= 0;
        if(ARVALID && !read_active)
        begin
            ARREADY <= 1;
            rd_addr <= ARADDR;
            rd_count <= 0;
            read_active <= 1;
        end
        else
            ARREADY <= 0;
        if(read_active)
        begin
            if(!RVALID)
            begin
                RDATA <= mem[rd_addr[9:2]];
                RRESP <= 2'b00;  
                RVALID <= 1;
                RLAST  <= (rd_count == ARLEN);
            end
            if(RVALID && RREADY)
            begin
                rd_addr <= rd_addr + 4;
                rd_count <= rd_count + 1;
                if(RLAST)
                begin
                    RVALID <= 0;
                    RLAST  <= 0;
                    read_active <= 0;
                end
                else
                    RVALID <= 0;
            end
        end
    end
end
endmodule
`timescale 1ns/1ps
module axi_top(
    input clk,
    input rst,
    input start_write,
    input start_read,
    input [31:0] base_write_addr,
    input [31:0] base_read_addr,
    input [31:0] write_data,
    input [7:0]  burst_len,
    input [2:0]  burst_size,
    input [1:0]  burst_type,
    output done,
    output error
);
wire [31:0] AWADDR;
wire [7:0]  AWLEN;
wire [2:0]  AWSIZE;
wire [1:0]  AWBURST;
wire        AWVALID;
wire        AWREADY;
wire [31:0] WDATA;
wire [3:0]  WSTRB;
wire        WVALID;
wire        WLAST;
wire        WREADY;
wire [1:0]  BRESP;
wire        BVALID;
wire        BREADY;
wire [31:0] ARADDR;
wire [7:0]  ARLEN;
wire [2:0]  ARSIZE;
wire [1:0]  ARBURST;
wire        ARVALID;
wire        ARREADY;
wire [31:0] RDATA;
wire [1:0]  RRESP;
wire        RVALID;
wire        RLAST;
wire        RREADY;
axi_master master_inst (
    .clk(clk),
    .rst(rst),
    .start_write(start_write),
    .start_read(start_read),
    .base_write_addr(base_write_addr),
    .base_read_addr(base_read_addr),
    .write_data(write_data),
    .burst_len(burst_len),
    .burst_size(burst_size),
    .burst_type(burst_type),
    .done(done),
    .error(error),
    .AWADDR(AWADDR),
    .AWLEN(AWLEN),
    .AWSIZE(AWSIZE),
    .AWBURST(AWBURST),
    .AWVALID(AWVALID),
    .AWREADY(AWREADY),
    .WDATA(WDATA),
    .WSTRB(WSTRB),
    .WVALID(WVALID),
    .WLAST(WLAST),
    .WREADY(WREADY),
    .BRESP(BRESP),
    .BVALID(BVALID),
    .BREADY(BREADY),
    .ARADDR(ARADDR),
    .ARLEN(ARLEN),
    .ARSIZE(ARSIZE),
    .ARBURST(ARBURST),
    .ARVALID(ARVALID),
    .ARREADY(ARREADY),
    .RDATA(RDATA),
    .RRESP(RRESP),
    .RVALID(RVALID),
    .RLAST(RLAST),
    .RREADY(RREADY)
);
axi_slave slave_inst (
    .clk(clk),
    .rst(rst),
    .AWADDR(AWADDR),
    .AWLEN(AWLEN),
    .AWSIZE(AWSIZE),
    .AWBURST(AWBURST),
    .AWVALID(AWVALID),
    .AWREADY(AWREADY),
    .WDATA(WDATA),
    .WSTRB(WSTRB),
    .WVALID(WVALID),
    .WLAST(WLAST),
    .WREADY(WREADY),
    .BRESP(BRESP),
    .BVALID(BVALID),
    .BREADY(BREADY),
    .ARADDR(ARADDR),
    .ARLEN(ARLEN),
    .ARSIZE(ARSIZE),
    .ARBURST(ARBURST),
    .ARVALID(ARVALID),
    .ARREADY(ARREADY),
    .RDATA(RDATA),
    .RRESP(RRESP),
    .RVALID(RVALID),
    .RLAST(RLAST),
    .RREADY(RREADY)
);
endmodule
==> design/flow/run.sh <==
#!/bin/bash
# OpenROAD 26Q1-2900-gdf79404cd8, Yosys 0.63+post, stock flow scripts
make -C /OpenROAD-flow-scripts/flow DESIGN_CONFIG=/design/flow/config.mk WORK_HOME=/design/flow/orfs finish
==> design/flow/config.mk <==
export PLATFORM = sky130hd
export DESIGN_NAME = axi_top
export DESIGN_NICKNAME = axi_top
export VERILOG_FILES = /design/flow/design.v
export SDC_FILE = /design/flow/constraint.sdc
export NUM_CORES = 4
export LEC_CHECK = 1
export CORE_UTILIZATION = 40
==> design/flow/constraint.sdc <==
current_design axi_top

set clk_period 2.6
set clk_io_pct 0.2

create_clock -name clk0 -period $clk_period [get_ports {clk}]

set non_clock_inputs [all_inputs -no_clocks]
set_input_delay [expr $clk_period * $clk_io_pct] -clock clk0 $non_clock_inputs
set_output_delay [expr $clk_period * $clk_io_pct] -clock clk0 [all_outputs]
==> GITHUB_STEP_SUMMARY <==
### Metrics collected by this job

| Metric | Value |
|---|---|
| Worst-margin pin slew | `0.546 ns` |
| Startpoint Class | `register` |
| R2R cell count | `5` |
| Crit Path Max Fanout | `11` |
| Worst hold path class | `reg2reg` |
| Via count | `1943` |
| Max Cap Viol | `0` |
| EDFF count, synth | `16` |
| Ant diodes | `0` |
| Vert. Die Dim | `85.1 um` |
| ANT nets after route | `0` |
| Area Overhead vs Synth | `11.1%` |
| Syn Std Cell Area | `2760 um^2` |
| Placed cell count | `349` |
| Worst path max stage delay | `0.51 ns` |
| WL final | `5260 um` |
| Global Route Usage Sum | `16.2%` |
| IO Pins | `115` |
| Latency at later pin | `0.30 ns` |
| CP max stage cell | `or3_1` |
| Most used DFF post-synth | `dfrtp_1` |
| DR vias/cell | `5.44` |
| Core Area | `6490 um^2` |
| Most common logic cells in the final layout | `36 x nand2_1, 36 x dfrtp_1, 19 x nor2_1` |
| Hold slack | `0.474 ns` |
| DR iter-0 viols | `76` |
| Number of OpenROAD warnings | `126` |
| RSZ-0062 raised after global routing | `no` |
| Post-route setup TNS | `0 ns` |
| Worst rel slew slack | `63.5%` |
| Synth Seq Share | `51.0%` |
| Initial antenna violation count | `0` |
| Leakage Power | `1.19 nW` |
| Die x size | `85.1 um` |
| Post-CTS setup buffers | `0` |
| Chip area | `7240 um^2` |
| Clk sinks | `53` |
| Fin cells | `357` |
| Num CTS Buffers | `5` |
| DRT Pass-1 Iters | `4` |
| Yosys cell count | `267` |
| Port bufs | `12` |
| Clock Path Buffers | `2` |
| Min-Delay Path Depth | `1` |
| Largest net degree at the start of global routing | `26` |
| Worst path arrival time | `2.20 ns` |
| Cell area after layout | `3070 um^2` |
| Init Core Util | `42.5%` |
| H-Tree Level Count | `2` |
| DP Area | `2960 um^2` |
| Remaining Overflow, GRT | `0` |
| Critical Path RT | `2.83 ns` |
| WL/cell | `14.7 um` |
| YS chip area | `2760 um^2` |
| Cell Rows | `29` |
| CP Class | `reg2reg` |
| Critical Path, Cell by Cell | `nand2_1 > a22oi_1 > nand3_1 > or3_1 > o22ai_1` |
| First-pass GRT wire length | `9090 um` |
| Yosys warnings | `3` |
| Cts hold-fix bufs | `0` |
| Gpl congestion | `0.852` |
| Clk_skew | `0.00262 ns` |
| Cell Pwr Density | `521 nW/um^2` |
| Cts repair resizes | `0` |
| Ys async rst share | `69.8%` |
| Dpl hpwl | `3870 um` |
| Seq cells post-synth | `53` |
| Share of layout cells above drive strength 1 | `10.0%` |
| Residual DRC | `0` |
| Cell Type Count | `49` |
| Maximum vdd ir drop | `0.189 mV` |
| Max Clock Freq | `507 MHz` |
| Final worst slack | `0.627 ns` |
| Crit end category | `register` |
| Cycle use final | `75.9%` |
| Tmin final | `1.97 ns` |
| Setup WS pre-CTS | `0.649 ns` |
| Syn Area/Cell | `10.3 um^2` |
| Final hold viol count | `0` |
| CTS tree | `built` |
| Final setup viols | `0` |
| Slew Limit Fails | `0` |
| Status | `finished, final reports clean` |
| Synth Instances | `267` |
| CTS Root Cell | `clkbuf_8` |
| CTS clk-pin slew, worst paths | `0.10 ns` |
| Vias in the first global route | `1864` |
[cell usage after synthesis, drive strengths merged (4+ instances only)]
library cell / instances / area [um^2]
dfrtp: 36 / 901
nand2: 36 / 135
nor2: 20 / 82.6
edfxtp: 16 / 480
o21ai: 16 / 80.1
xnor2: 13 / 114
a21oi: 11 / 55.1
mux2: 10 / 113
xor2: 10 / 87.6
nand4: 9 / 86.3
mux2i: 8 / 80.1
nand3: 8 / 40.0
inv: 7 / 26.3
buf: 6 / 32.5
clkbuf: 5 / 18.8
nor4: 4 / 25.0
o22ai: 4 / 25.0
or3: 4 / 25.0
[final timing paths]
check | startpoint | end | slack, ns
setup / recovery | master_inst.AWVALID$_DFFE_PP0P_ | master_inst.beat_count[7]$_DFFE_PP0P_ | 0.63
hold / removal | master_inst.state[5]$_DFF_PP0_ | master_inst.BREADY$_DFFE_PP0P_ | 0.47
min in group asynchronous | rst | slave_inst.AWREADY$_DFF_PP0_ | 0.78
setup reg to reg | master_inst.AWVALID$_DFFE_PP0P_ | master_inst.beat_count[7]$_DFFE_PP0P_ | 0.63
max in group asynchronous | rst | master_inst.beat_count[5]$_DFFE_PP0P_ | 1.52
hold reg to reg | master_inst.state[5]$_DFF_PP0_ | master_inst.BREADY$_DFFE_PP0P_ | 0.47
[metal layers]
layer | share of wire (%) | routed length, um | global-route usage, % | vias to the layer above
met5 | 0 | 0 | 0 | -
met4 | 1.0 | 53 | 2.00 | 0
met3 | 3.2 | 168 | 1.78 | 5
met2 | 48 | 2500 | 25.9 | 26
met1 | 48 | 2540 | 25.9 | 935
li1 | - | - | - | 977
[worst max-delay path: cells and delay by family (launching register included)]
family	cells	cell delay (ns)
and+or+nand+nor	3	0.98
AOI/OAI and AO/OA	2	0.48
DFF	1	0.44
[power by group]
group / internal, W / switching, W
Combinational: 0.0000588 / 0.0000594
Clock: 0.000289 / 0.000283
Sequential: 0.000880 / 0.0000289
Total: 0.00123 / 0.000371
[kinds of logic after synthesis]
| family | share of synthesized area (%) |
|---|---|
| xor+xnor | 7.29 |
| mux | 6.97 |
| buf+inv | 2.81 |
| compound gates | 13.2 |
| simple gates | 17.7 |
| other cells | 0.136 |
| fa+ha+maj | 0.906 |
| flops | 51.0 |
[layout make-up]
type,instances,area [um^2]
fill,590,3420
tap,77,96.3
inverter,7,26.3
clock inverter,3,43.8
timing repair buffer,16,150
multi-input combinational,196,1280
sequential,53,1410
clock buffer,5,68.8
[per-stage QoR]
stage / total power, W / utilization [%]
5_1_grt: 0.00167 / 47.3
4_1_cts: 0.00162 / 47.3
3_5_place_dp: 0.00104 / 45.5
6_report: 0.00160 / 47.3
2_1_floorplan: 0.00100 / -
3_3_place_gp: 0.00104 / 45.5
Power figures rest on the tool's default switching activity, not on a simulated workload.
